<file path="./design.v">
module shiftandarithmeticForTestbench(
   input [3:0] A, B,
	output [3:0] LogicalShift,
	output [3:0] ArithmeticShift,
	output [7:0] Combined,
	output [3:0] Sum,
	output CarryOut,
	output [7:0] Product);
	assign LogicalShift = A << 1;
	assign ArithmeticShift = $signed(A) >>> 1;
	assign Combined = {A, LogicalShift};
	add a2(.A(A), .B(B), .sum(Sum), .carryout(CarryOut));
	multiply m2(.A(A), .B(B), .product(Product));
endmodule
module add(input [3:0] A, B, output [3:0] sum, output carryout);
	wire carry[2:0];
	fulladder SFA1(A[0], B[0], 0, sum[0], carry[0]);
	fulladder SFA2(A[1], B[1], carry[0], sum[1], carry[1]);
	fulladder SFA3(A[2], B[2], carry[1], sum[2], carry[2]);
	fulladder SFA4(A[3], B[3], carry[2], sum[3], carryout);
endmodule
module multiply(input [3:0] A, B, output [7:0] product);
	wire [3:0] carry0;
	wire [3:0] carry1;
	wire [2:0] carry2;
	wire [5:0] sumIn;
	assign product[0] = A[0] & B[0];
	halfadder MHA1((A[1] & B[0]), (A[0] & B[1]), product[1], carry0[0]);
	fulladder MFA1((A[2] & B[0]), (A[1] & B[1]), carry0[0], sumIn[0], carry0[1]);
	halfadder MHA2(sumIn[0], (A[0] & B[2]), product[2], carry1[0]);
	fulladder MFA2((A[3] & B[0]), (A[2] & B[1]), carry0[1], sumIn[1], carry0[2]);
	fulladder MFA3((A[1] & B[2]), sumIn[1], carry1[0], sumIn[2], carry1[1]);
	halfadder MHA3(sumIn[2], (A[0] & B[3]), product[3], carry2[0]);
	halfadder MHA4((A[3] & B[1]), carry0[2], sumIn[3], carry0[3]);   
	fulladder MFA4(sumIn[3], (A[2] & B[2]), carry1[1], sumIn[4], carry1[2]);   
	fulladder MFA5(sumIn[4], (A[1] & B[3]), carry2[0], product[4], carry2[1]);   
	fulladder MFA6((A[3] & B[2]), carry0[3], carry1[2], sumIn[5], carry1[3]);
	fulladder MFA7(sumIn[5], (A[2] & B[3]), carry2[1], product[5], carry2[2]);
	fulladder MFA8((A[3] & B[3]), carry1[3], carry2[2], product[6], product[7]);	
endmodule
module fulladder(input a, b, cin, output s, c); 
	assign s = ((a ^ b) ^ cin);
	assign c = (a & b) | (cin & (a ^ b));
endmodule
module halfadder(input a, b, output s, c); 
	assign s = (a ^ b);
	assign c = a & b;
endmodule
</file>
<file path="./run.sh">
#!/bin/bash
# OpenROAD 26Q1-2900-gdf79404cd8, Yosys 0.63+post, stock flow scripts
make -C /OpenROAD-flow-scripts/flow DESIGN_CONFIG=/design/flow/config.mk WORK_HOME=/design/flow/orfs finish
</file>
<file path="./config.mk">
export PLATFORM = sky130hd
export DESIGN_NAME = shiftandarithmeticForTestbench
export DESIGN_NICKNAME = shiftandarithmeticForTestbench
export VERILOG_FILES = /design/flow/design.v
export SDC_FILE = /design/flow/constraint.sdc
export NUM_CORES = 4
export LEC_CHECK = 1
export CORE_AREA = 10 10 77 77
export DIE_AREA = 0 0 87 87
</file>
<file path="./constraint.sdc">
current_design shiftandarithmeticForTestbench

set clk_period 7.8
set clk_io_pct 0.2

create_clock -name clk0 -period $clk_period

set non_clock_inputs [all_inputs -no_clocks]
set_input_delay [expr $clk_period * $clk_io_pct] -clock clk0 $non_clock_inputs
set_output_delay [expr $clk_period * $clk_io_pct] -clock clk0 [all_outputs]
</file>
==> metrics.csv <==
metric,value,unit
status,"finished, final reports clean",
Core Region,4350,sq um
PostCTS Resize Cnt,0,
type of the worst min-delay path,input pin to output pin,
tool warnings,35,
achievable frequency,0.136,GHz
register area,0,sq um
FP Rows,24,
Tot Pwr,0.0000589,W
Vias per Instance,3.13,
post-layout min period,7.37,ns
clock buf count,0,
Final Cycle Share,0.945,
post-synthesis chip area from yosys,676,sq um
Detail Placement HPWL,1.41,mm
PwrDens,65.0,nW/um^2
CP endpoint kind,output pin,
yosys synthesis warning count,1,
Startpoint Class,input pin,
first-pass GRT wire length,2.65,mm
GR Util met3,0.00849,
Die W,87,um
Detailed Routing Iterations Pass 1,3,
drt total wl,1.49,mm
Mapped Cells,81,
chip area,7570,sq um
Final Max-Slew Violation Tally,0,
Cell area leaders,"fa_1 33%, buf_4 31%, ha_1 15%, inv_1 12%, and2_1 6.5%",
top cells by count,"28 x buf_4, 21 x inv_1, 11 x fa_1",
grt total ovfl,0,
initial antenna violation count,0,
flip-flops,0,
Max-Cap Viols,0,
worst path required time,6.24,ns
Mean Syn Cell Area,8.34,sq um
Setup Crit Path Kind,input pin to output pin,
Initial DRC Count,10,
Yosys Instances,81,
DRC,0,
"Setup Fix Bufs, Post-CTS",0,
Max VDD drop,0.0153,mV
hold path depth,3,
distinct cell type count after synthesis,7,
setup tns final,0,ns
largest net degree at the start of global routing,9,
hold endpoint,LogicalShift[1],
endpoints failing setup,0,
Max Fanout on Critical Path,7,
most frequent cell after synthesis,buf_4,
hold_sp,A[0],
Routed Antenna Nets,0,
cts hold-fix bufs,0,
Final Wtd Congestion,0.696,
vias in the first global route,527,
fraction of layout cells with a size suffix above 1,0.0326,
Lkg Pwr,0.442,nW
met2 Use GR,0.0839,
FP Util,0.155,
Crit path arrival time,5.81,ns
Final Hold Fails,0,
input/output buffers,35,
post-synth top area share,0.326,
P&R area growth vs syn,34.3,%
"Seq/Total Area, Yosys",0,
RSZ-0062 raised after global routing,false,
global routing usage on met1,0.0486,
antenna diode count,0,
grt peak-use layer,met2,
cell type with the largest total area,fa_1,
GRT Resource Usage Total,0.0428,
IO Count,37,
die height,87,um
Syn Std Cell Area,676,sq um
vias,451,
drt wl/cell,10.4,um
-- placed cells by master (no fill, tap or decap), drive strengths merged --
cell type      instances
buf                    3
conb                   2
fa                    11
nand2                  5
clkdlybuf4s50         35
and2                   7
inv                   21
ha                     8
-- final cells by class --
type | instances | area [sq um]
tap | 52 | 65.1
fill | 472 | 3450
inverter | 21 | 78.8
timing repair buffer | 38 | 373
multi-input combinational | 33 | 390
-- how the worst max path moves through the flow --
stage | end | startpoint | slack [ns]
finish | Product[6] | A[1] | 0.43
global route | Product[6] | B[1] | 0.20
CTS | Product[6] | B[1] | 0.38
-- cells by family (layout without fill, tap and decap cells) --
logic type,count (synthesis),after routing,synth area share
and+or+nand+nor,12,12,0.0926
adders and majority gates,19,19,0.474
other,1,2,0.00555
buffers and inverters,49,59,0.428
-- routing by layer --
layer / share of wire / vias up / routed length [um]
li1: - / 220 / -
met1: 0.35 / 216 / 520
met2: 0.58 / 15 / 863
met3: 0.072 / 0 / 107
met4: 0 / 0 / 0
met5: 0 / - / 0
-- stage by stage --
| stage | instances | hold WS (ns) | util | worst slack (ns) | cell area (sq um) |
|---|---|---|---|---|---|
| after floorplan | 82 | 3.19 | - | 1.49 | 679 |
| final | 144 | 4.09 | 0.208 | 0.432 | 907 |
| after detailed placement | 144 | 4.11 | 0.208 | 0.385 | 907 |
| after global routing | 144 | 4.13 | 0.208 | 0.198 | 907 |
| after global placement | 144 | 4.10 | 0.208 | 0.405 | 907 |
| after CTS | 144 | 4.10 | 0.208 | 0.383 | 907 |
-- power by group --
part	switching, W	total [W]	internal (W)
Combinational	0.0000194	0.0000589	0.0000395
Sequential	0	0	0
Clock	0	0	0
Total	0.0000194	0.0000589	0.0000395
-- critical path: stages --
cell	delay, ns
clkdlybuf4s50_1	0.48
buf_4	0.15
ha_1	0.14
inv_1	0.05
fa_1	0.43
fa_1	0.52
fa_1	0.18
inv_1	0.05
fa_1	0.37
fa_1	0.47
fa_1	0.46
fa_1	0.49
clkdlybuf4s50_1	0.47
Power figures rest on the tool's default switching activity, not on a simulated workload.
