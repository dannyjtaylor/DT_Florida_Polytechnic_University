`./run.sh`:
```
#!/bin/bash
# OpenROAD 26Q1-2900-gdf79404cd8, Yosys 0.63+post, stock flow scripts
make -C /OpenROAD-flow-scripts/flow DESIGN_CONFIG=/design/flow/config.mk WORK_HOME=/design/flow/orfs finish
```
`./config.mk`:
```
export PLATFORM = sky130hd
export DESIGN_NAME = CE_Lab2_Counter
export DESIGN_NICKNAME = CE_Lab2_Counter
export VERILOG_FILES = /design/flow/design.v
export SDC_FILE = /design/flow/constraint.sdc
export NUM_CORES = 4
export LEC_CHECK = 1
export CORE_UTILIZATION = 30
```
`./constraint.sdc`:
```
current_design CE_Lab2_Counter

set clk_period 5.7
set clk_io_pct 0.2

create_clock -name clk0 -period $clk_period [get_ports {ADC_CLK_10}]

set non_clock_inputs [all_inputs -no_clocks]
set_input_delay [expr $clk_period * $clk_io_pct] -clock clk0 $non_clock_inputs
set_output_delay [expr $clk_period * $clk_io_pct] -clock clk0 [all_outputs]
```
`./design.v`:
```
module CE_Lab2_Counter(
	input 		          		ADC_CLK_10,
	input 		          		MAX10_CLK1_50,
	input 		          		MAX10_CLK2_50,
	output		     [7:0]		HEX0,
	output		     [7:0]		HEX1,
	output		     [7:0]		HEX2,
	output		     [7:0]		HEX3,
	output		     [7:0]		HEX4,
	output		     [7:0]		HEX5,
	input 		     [1:0]		KEY,
	output		     [9:0]		LEDR,
	input 		     [9:0]		SW
);
wire [31:0] cval;
my_counter U1(
					.clk_i(ADC_CLK_10), .rst_i(~KEY[0]), .load_i(~KEY[1]),
					.lval_i(SW),
					.cval_o(cval)
				);
assign LEDR = cval[31:20];
assign HEX0 = 8'b1111_1111;
assign HEX1 = 8'b1111_1111;
assign HEX2 = 8'b1111_1111;
SEG7_LUT UH3(.oSEG(HEX3), .iDIG(cval[23:20]));
SEG7_LUT UH4(.oSEG(HEX4), .iDIG(cval[27:24]));
SEG7_LUT UH5(.oSEG(HEX5), .iDIG(cval[31:28]));
endmodule
module SEG7_LUT	(	oSEG,iDIG	);
input	[3:0]	iDIG;
output reg[7:0]	oSEG;
always @(*)
begin
		case(iDIG)
		4'h1: oSEG = 8'b11111001;	 
		4'h2: oSEG = 8'b10100100; 	 
		4'h3: oSEG = 8'b10110000; 	 
		4'h4: oSEG = 8'b10011001; 	 
		4'h5: oSEG = 8'b10010010; 	 
		4'h6: oSEG = 8'b10000010; 	 
		4'h7: oSEG = 8'b11111000; 	 
		4'h8: oSEG = 8'b10000000; 	 
		4'h9: oSEG = 8'b10011000; 	 
		4'ha: oSEG = 8'b10001000;
		4'hb: oSEG = 8'b10000011;
		4'hc: oSEG = 8'b11000110;
		4'hd: oSEG = 8'b10100001;
		4'he: oSEG = 8'b10000110;
		4'hf: oSEG = 8'b10001110;
		4'h0: oSEG = 8'b11000000;
		endcase
end
endmodule
module my_counter(clk_i, rst_i, load_i, lval_i, cval_o);
	localparam N=32, M=10;
	input clk_i, rst_i, load_i;
	input [M-1:0] lval_i;
	output [N-1:0] cval_o;
	wire flip;								 
	reg [N-1:0] count_r, count_n;		 
	reg			dir_r,	dir_n;		 
	always@(posedge clk_i) 
	begin
	if(rst_i)    							 
		begin
			count_r <= 0;
			dir_r   <= 0;
		end
		else
		begin									 
			count_r <= count_n;
			dir_r   <= dir_n;
		end
	end
	always @*
	begin
		if (load_i)	
			count_n = {lval_i, {(N-M){1'b0}}};
		else
			count_n = dir_r ? (count_r - 1) : (count_r + 1);
		dir_n = flip ? ~dir_r : dir_r;
	end
	assign flip = ( (count_r == 1) & (dir_r == 1) ) | ( (~count_r == 1'b1) & (dir_r == 0) );
	assign cval_o = count_r;
endmodule 
```
==> changes_impl.md <==
### Changed

* Crit path kind: input pin to register
* CTS tree: yes
* DR vias at 3232
* Routability Congestion at 0.8872
* Synth Register Bits at 47
* Antenna Cells at 0
* Levels on crit path at 6
* Num CTS Buffers at 5
* Top cells by area: dfxtp_1, buf_4, ha_1
* R2R depth at 10
* Placed insts at 637
* F_max at 281.2 MHz
* Yosys chip area at 0.003727 mm^2
* Setup-failing EPs final at 0
* I/O Pins at 73
* Fin. Hold Viols at 0
* CP bufs+invs at 3
* Top_reg_cell synth: dfxtp_1
* Leakage at 1.600 nW
* Post-synth top cells: dfxtp_1, buf_4, nor2_1, nand2_1
* Total Wirelength at 8510 um
* Worst path slowest cell: clkdlybuf4s50_1
* Unrepaired setup endpoints after global routing: false
* Die area at 0.01287 mm^2
* First-pass GRT wire length at 14370 um
* DIE HEIGHT at 113.5 um
* Post-synthesis cell type count at 68
* Synth area leader: dfxtp_1
* Vias in the first global route at 2904
* Crit path max fanout at 21
* Total grt overflow at 0
* CTS root buf: clkbuf_16
* Reg-to-Reg End: HEX4[3]$_DFF_P_
* Core area at 0.01206 mm^2
* CP max stage delay at 910 ps
* Max_cap viols at 0
* Largest net degree at the start of global routing at 23
* Ys async rst share at 0%
* Count of library flops with an enable pin at 0
* Cell Area, Synth at 0.003727 mm^2
* Post-synth seq share at 25.24%
* FP Util at 30.90%
* Maximum vdd ir drop at 0.1196 mV
* Pins Over Slew Limit at 0
* Worst Hold Class: register to register
* Clock Skews at 4.869 ps
* Critical path launch point: KEY[1]
* Outcome: finished, final reports clean
* Most common cell in the netlist: dfxtp_1
* Htree depth at 2
* Post-CTS Setup Repair Bufs at 0
* OpenROAD warnings at 41
* Area delta synth->final at 13.19%
* Critical path capture point: HEX4[1]$_DFF_P_
* Post-synthesis cell count at 464
* RR Startpoint: U1.count_r[20]$_SDFF_PN0_
* Final Util at 34.98%
* Part of the cycle the worst path needs at 62.40%
* CP endpoint kind: register
* Die width at 113.5 um
* Number of cells in Yosys stat at 464
* Clock Path Buffers at 2
* Tot GR Track Use at 13.68%
* Arrival @ worst endpoint at 3740 ps
* Least-Margin Pin Slew at 903.2 ps
* Routed vias/inst at 5.011
* Worst Slack Setup Final at 2143 ps
* Sum Neg Setup Slack at 0 ps
* Total power at 799.1 uW
* Core Rows at 40
* Startpoint types: input pin
* Placement Setup Slack at 1840 ps
* Port Buffers at 43
* Violation tally from detailed-route iteration zero at 240
* Crit path DRT at 5880 ps
* Cells resized by post-CTS repair at 0
* CP cell instances: clkdlybuf4s50_1 -> inv_1 -> a32o_1 -> nor3_2 -> inv_1 -> a32o_1
* Residual DRC at 0
* Avg Inst Size Synth at 8.033 um^2
* Synth top area share at 25.24%
* Drt wl/cell at 13.19 um
* Slew margin rel. at 39.46%
* Layout cells sized above 1 at 6.499%
* Iteration tally of the first detailed-router pass at 4
* Clk slew on worst S/H paths at 70 ps
* Register-to-register setup slack at 2250 ps
* PD cells at 189.4 mW/mm^2
* Initial antenna violation count at 0
* Post-route insts no fill at 645
* Late-Pin Clk Latency at 280 ps
* Largest delay share family, worst path: buffers and inverters
* Fillers at 1245
* CTS Sinks at 47
* Post-route ant nets at 0
* Synth warn at 2
* Min Tclk post-route at 3557 ps
* Post-DP HPWL at 6352 um
* Hold Buf Count CTS at 0
## worst min-delay path by stage
stage         depth (start not counted)  slack [ps]                  endpoint                startpoint
CTS                                   1         550  U1.count_r[0]$_SDFF_PN0_  U1.count_r[0]$_SDFF_PN0_
global route                          1         620  U1.count_r[0]$_SDFF_PN0_  U1.count_r[0]$_SDFF_PN0_
finish                                1         560  U1.count_r[0]$_SDFF_PN0_  U1.count_r[0]$_SDFF_PN0_
## power breakdown
part           switching, mW  internal [mW]  total (mW)
combinational         0.0561         0.0780       0.134
clock                  0.126          0.175       0.302
sequential            0.0160          0.347       0.363
total                  0.198          0.601       0.799
## worst register-to-register path, delay by kind of cell, from the launching register on
family / cells / cell delay, ps
adders and majority gates: 2 / 730
DFF: 1 / 600
and+or+nand+nor: 6 / 1490
muxes: 1 / 260
AOI/OAI and AO/OA: 1 / 310
## layout make-up
cell class / count / area (um^2) / share of cell area [%]
clock buffer: 6 / 138.9 / 3.292
clock inverter: 2 / 16.27 / 0.3855
inverter: 22 / 87.58 / 2.076
multi-input combinational: 355 / 2380 / 56.41
sequential: 47 / 940.9 / 22.30
tap: 168 / 210.2 / 4.982
timing repair buffer: 45 / 445.4 / 10.56
## logic make-up after synthesis
group                      after synthesis  synth area share [%]
AOI/OAI and AO/OA                       75                 15.61
DFF                                     47                 25.24
other                                    1                0.1006
buffers and inverters                   88                 13.53
and+or+nand+nor                        195                 29.47
muxes                                   16                 4.364
adders and majority gates               18                 6.042
xor gates and xnor gates                24                 5.639
## stage by stage
stage / hold slack [ps] / area [um^2]
3_3_place_gp: 524.2 / 4064
4_1_cts: 552.3 / 4219
6_report: 555.5 / 4219
3_5_place_dp: 533.3 / 4064
5_1_grt: 620.1 / 4219
2_1_floorplan: 486.7 / 3825
## placed cells by master (no fill, tap or decap), types with 4 or more instances in the layout
| cell type | netlist | routed |
|---|---|---|
| nand2b_1 | 4 | 4 |
| nor2_1 | 38 | 38 |
| xor2_1 | 10 | 10 |
| nand4_1 | 12 | 12 |
| and4_1 | 4 | 4 |
| o31ai_1 | 5 | 5 |
| nor4_1 | 5 | 5 |
| a21oi_1 | 10 | 10 |
| nor3_2 | 4 | 4 |
| clkdlybuf4s50_1 | 0 | 43 |
| dfxtp_1 | 47 | 47 |
| nor4b_1 | 4 | 4 |
| or3_1 | 12 | 12 |
| nor3_1 | 18 | 18 |
| clkbuf_16 | 0 | 5 |
| or4_1 | 4 | 4 |
| nand3_1 | 19 | 19 |
| o21ai_0 | 13 | 13 |
| and3_1 | 13 | 13 |
| a32o_1 | 4 | 4 |
| mux2i_1 | 14 | 14 |
| o22ai_1 | 8 | 8 |
| xnor2_1 | 14 | 14 |
| nand2_1 | 30 | 30 |
| nor2b_1 | 4 | 4 |
| inv_1 | 19 | 19 |
| o211ai_1 | 5 | 5 |
| ha_1 | 18 | 18 |
| conb_1 | 1 | 27 |
## metal layers
metal | vias up | wire length, um | global-route usage, %
li1 | 1630 | - | -
met1 | 1503 | 4067 | 20.30
met2 | 91 | 3892 | 21.14
met3 | 8 | 435 | 2.545
met4 | 0 | 114 | 2.368
met5 | - | 0 | 0
## registers in the layout (all words and copies together), names as in the netlist
name	cells
U1.dir_r	1
U1.count_r	32
HEX4	7
HEX5	7
No activity file was given, so power comes from the tool's default toggle rates.
