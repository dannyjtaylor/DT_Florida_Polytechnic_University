==> flow/run.sh <==
#!/bin/bash
# OpenROAD 26Q1-2900-gdf79404cd8, Yosys 0.63+post, stock flow scripts
make -C /OpenROAD-flow-scripts/flow DESIGN_CONFIG=/design/flow/config.mk WORK_HOME=/design/flow/orfs finish
==> flow/config.mk <==
export PLATFORM = sky130hd
export DESIGN_NAME = test
export DESIGN_NICKNAME = test
export VERILOG_FILES = /design/flow/design.v
export SDC_FILE = /design/flow/constraint.sdc
export NUM_CORES = 4
export LEC_CHECK = 1
export CORE_AREA = 10 10 70 70
export DIE_AREA = 0 0 80 80
==> flow/constraint.sdc <==
current_design test

set clk_period 4.7
set clk_io_pct 0.2

create_clock -name clk0 -period $clk_period

set non_clock_inputs [all_inputs -no_clocks]
set_input_delay [expr $clk_period * $clk_io_pct] -clock clk0 $non_clock_inputs
set_output_delay [expr $clk_period * $clk_io_pct] -clock clk0 [all_outputs]
==> flow/design.v <==
module add(input [3:0] A, B, output [3:0] sum, output carryout);
	wire carry[2:0];
	fulladder SFA1(A[0], B[0], 0, sum[0], carry[0]);
	fulladder SFA2(A[1], B[1], carry[0], sum[1], carry[1]);
	fulladder SFA3(A[2], B[2], carry[1], sum[2], carry[2]);
	fulladder SFA4(A[3], B[3], carry[2], sum[3], carryout);
endmodule
module multiply(input [3:0] A, B, output [7:0] product);
	wire [3:0] carry0;
	wire [3:0] carry1;
	wire [2:0] carry2;
	wire [5:0] sumIn;
	assign product[0] = A[0] & B[0];
	halfadder MHA1((A[1] & B[0]), (A[0] & B[1]), product[1], carry0[0]);
	fulladder MFA1((A[2] & B[0]), (A[1] & B[1]), carry0[0], sumIn[0], carry0[1]);
	halfadder MHA2(sumIn[0], (A[0] & B[2]), product[2], carry1[0]);
	fulladder MFA2((A[3] & B[0]), (A[2] & B[1]), carry0[1], sumIn[1], carry0[2]);
	fulladder MFA3((A[1] & B[2]), sumIn[1], carry1[0], sumIn[2], carry1[1]);
	halfadder MHA3(sumIn[2], (A[0] & B[3]), product[3], carry2[0]);
	halfadder MHA4((A[3] & B[1]), carry0[2], sumIn[3], carry0[3]);   
	fulladder MFA4(sumIn[3], (A[2] & B[2]), carry1[1], sumIn[4], carry1[2]);   
	fulladder MFA5(sumIn[4], (A[1] & B[3]), carry2[0], product[4], carry2[1]);   
	fulladder MFA6((A[3] & B[2]), carry0[3], carry1[2], sumIn[5], carry1[3]);
	fulladder MFA7(sumIn[5], (A[2] & B[3]), carry2[1], product[5], carry2[2]);
	fulladder MFA8((A[3] & B[3]), carry1[3], carry2[2], product[6], product[7]);	
endmodule
module fulladder(input a, b, cin, output s, c); 
	assign s = ((a ^ b) ^ cin);
	assign c = (a & b) | (cin & (a ^ b));
endmodule
module halfadder(input a, b, output s, c); 
	assign s = (a ^ b);
	assign c = a & b;
endmodule
module test(
   input [3:0] A, B,
	output [3:0] LogicalShift,
	output [3:0] ArithmeticShift,
	output [7:0] Combined,
	output [3:0] Sum,
	output CarryOut,
	output [7:0] Product);
	assign LogicalShift = A << 1;
	assign ArithmeticShift = $signed(A) >>> 1;
	assign Combined = {A, LogicalShift};
	add a2(.A(A), .B(B), .sum(Sum), .carryout(CarryOut));
	multiply m2(.A(A), .B(B), .product(Product));
endmodule
==> impl.org <==
#+TITLE: Physical design notes

** Worst setup path
- At the worst endpoint, the arrival time is 4.22 ns.
- The worst setup path is launched from a primary input.
- Critical setup path kind :: primary input to output pin
- Kind of capture point of the worst setup path :: output pin
- Required time of the worst setup path :: 3.76 ns
- Biggest fanout along the worst timing path :: 4
- Tracing the worst setup path back leads to its startpoint at A[1].

** Synthesis
- By count the netlist is led by buf_4, inv_1, fa_1.
- Warnings, synthesis :: 1
- In the Yosys report the total cell count is 81.
- Ranked by total cell area, the synthesized netlist is headed by fa_1, buf_4, ha_1.
- Top area contributor share :: 0.326
- Unique cell types :: 7
- Area leader, netlist :: fa_1
- Average footprint of a synthesized cell :: 8.34 um^2
- Number of standard cells after synthesis :: 81
- The most frequently used library cell after synthesis is buf_4.
- Post-synthesis chip area from yosys :: 676 um^2
- In this run the cell area of the synthesized design comes to 676 um^2.
- The share of the Yosys chip area taken by registers is 0.

** Min path
- Launch instance of the worst min-delay path :: A[0]
- Worst hold stages :: 3
- Type of the worst min-delay path :: primary input to output pin

** STA
- Hold Slack :: 2.52 ns
- In the finished design, the share of the clock period the worst path needs comes to 1.10.
- Min setup slack post-route :: -0.459 ns
- The final timing report lists a hold violation count of 0.
- After layout, the minimum clock period comes to 5.16 ns.
- Static timing analysis puts the maximum clock frequency at 194 MHz.
- Setup repair after global routing could not meet its margin everywhere.
- Setup violators final :: 3
- For reference, the final report shows the max-slew violation count at 0.

** Global route
- The via count of the first global-routing pass came to 539.
- Number of antenna violations at the first check in global routing :: 0
- Wire length of the first global-routing pass :: 2380 um
- GRT overflow :: 0
- Maximum number of pins on one net before global-route repair :: 9
- Across every metal layer, demand over resource in global routing totals 0.0455.

** Final layout
- Growth of design area from synthesis to finish :: 42.2%
- Count of clock buffers in the final design :: 0
- Total number of sequential cells :: 0
- Share of layout cells above drive strength 1 :: 0.309
- Summing all flip-flop and latch instances after layout gives 0 um^2.

** Drt
- Average detailed-routed wire length per instance :: 9.99 um
- Metal2 WL :: 631 um
- Routed Wire Length :: 1430 um
- The pre-antenna-repair detailed-routing pass consisted of 4 iterations.
- Detailed routing inserted a total of 458 vias.
- Nets still carrying antenna violations after routing amount to 0.
- Number of inserted diodes :: 0
- Per the detail_route log, met3 wirelength is 213 um.
- Iter 0 DRT Violations :: 8
- DRC violation count after routing :: 0
- Length of routed wiring on met1 :: 585 um
- After detailed routing, no signal wire sits above met3.
- The script logs the ratio of routed vias to standard cells as 3.20.

** Die
- The die is 80 um wide.
- According to the floorplan report, the total die area is 6400 um^2.
- I/O pin total :: 37
- Die Y-Extent :: 80 um
- In this run the core area contains 21 standard-cell rows.
- Floorplan utilization :: 0.198
- The region available for standard cell placement spans 3420 um^2.

** Power and ir drop
- The power report attributes to the clock group a share of 0.
- Total power normalized to cell area comes to 103 nW/um^2.
- The power report puts the leakage power at 0.473 nW.
- Of the total power, combinational logic draws 1.000.
- Sw Ratio :: 0.356
- Worst-case vdd ir drop :: 0.0423 mV
- Net switching power :: 0.0353 mW
- Internal power comes to 0.0640 mW.
- Sequential Power Share :: 0

** Place
- The placement summary gives the final routability congestion estimate as 0.800.
- Count of buffers inserted at the top-level ports :: 35
- Worst setup slack before clock tree synthesis :: -1.34 ns
- The HPWL after detailed placement is 1350 um.

** Run
- In this run the maximum-capacitance check reported violations numbering 0.
- Tool Warnings :: 38

** Outcome
- Violated checks :: negative setup slack
- The flow ran to the end, but the final reports show violations.

** Clock tree
- Buffers inserted to repair hold after CTS numbered 0.
-- through the flow --
stage / TNS [ns] / area [um^2] / utilization / cells / total power, mW
finish: -0.865 / 961 / 0.281 / 143 / 0.0993
global route: -1.23 / 961 / 0.281 / 143 / 0.117
CTS: -1.05 / 955 / 0.279 / 142 / 0.104
detailed placement: -4.47 / 940 / 0.275 / 142 / 0.107
global placement: -4.37 / 940 / 0.275 / 142 / 0.107
floorplan: -0.604 / 689 / - / 82 / 0.0643
-- power groups by stage --
stage	sequential (mW)	combinational, mW	clock (mW)
4_1_cts	0	0.104	0
5_1_grt	0	0.117	0
6_report	0	0.0993	0
-- critical path, stage by stage --
cell    delay (ns)
buf_8         0.08
and2_4        0.14
ha_4          0.12
inv_2         0.03
fa_2          0.33
fa_1          0.48
fa_2          0.35
inv_2         0.06
fa_2          0.42
inv_2         0.07
fa_2          0.19
inv_2         0.04
fa_2          0.38
fa_2          0.51
buf_2         0.10
-- layer usage --
metal  up-vias  GRT usage
met5         -          0
li1        228          -
met2        25     0.0803
met1       205     0.0523
met4         0          0
met3         0     0.0205
-- path summary, 6_finish.rpt --
path	to	slack, ns
setup / recovery	Product[6]	-0.46
hold / removal	Combined[1]	2.52
-- timing repair --
action | in CTS | in global routing
pin swaps | 11 | 7
setup endpoints to repair | 5 | 4
resized | 42 | 3
setup buffers | 0 | 1
endpoints found under the hold margin | 0 | 0
gates cloned | 0 | 0
-- cells by family (layout without fill, tap and decap cells) --
logic type / Yosys count / count (layout) / synth area share
buffers and inverters: 49 / 64 / 0.428
adders and majority gates: 19 / 19 / 0.474
other: 1 / 2 / 0.00555
and+or+nand+nor: 12 / 12 / 0.0926
-- final cells by class --
| type | instances | area, um^2 |
|---|---|---|
| multi-input combinational | 33 | 423 |
| fill | 369 | 2450 |
| timing repair buffer | 43 | 402 |
| inverter | 21 | 78.8 |
| tap | 46 | 57.6 |
-- cells in the final DEF (no fill, tap or decap) --
cell and count:
clkdlybuf4s50_1 26, inv_1 16, buf_4 8, ha_1 7
fa_2 6, and2_1 5, inv_2 5, nand2_1 5
fa_1 5, buf_2 3, and2_4 2, conb_1 2
buf_6 2, buf_8 2, ha_4 1, dlygate4sd2_1 1
clkbuf_2 1
Power figures rest on the tool's default switching activity, not on a simulated workload.
